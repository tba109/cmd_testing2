$ cat flow/design.v
module fcr
  (
   input 			clk,  
   input 			rst_n,  
   input [31:0] 		cmd_data,  
   output reg [31:0] 		rsp_data,  
   output 			cmd_rdreq,  
   output 			rsp_wrreq,  
   input 			cmd_waitreq,  
   input 			rsp_waitreq,  
   output [18-1:0] tap_ctl,
   input 			tap_rsp_rdy,
   input 			phf_clear_busy,
   input 			phf_status,
   input 			phf_rsp_rdy, 
   output 			phf_clear_req 			
   );
   reg [1:0] 		       fsm;
   localparam 
     S_IDLE   = 2'd0, 
     S_RD_CMD = 2'd1, 
     S_EXE    = 2'd2,
     S_WR_RSP = 2'd3;
   wire 		       exe_done;
   wire [31:0] 		       tap_rsp_data;
   tap_cmds TAP_CMDS0(
		      .clk(clk),
		      .rst_n(rst_n),
		      .run(fsm == S_EXE),
		      .cmd(cmd_data),
		      .rsp(tap_rsp_data),
		      .ctl(tap_ctl),
		      .rsp_rdy(tap_rsp_rdy)
		      );
   wire [31:0] 		       phf_rsp_data;
   phf_cmds PHF_CMDS0(
		      .clk(clk),
		      .rst_n(rst_n),
		      .run(fsm == S_EXE),
		      .cmd(cmd_data),
		      .sts(phf_status),
		      .busy(phf_clear_busy),
		      .rsp_rdy(phf_rsp_rdy),
		      .rsp(phf_rsp_data),
		      .clear_req(phf_clear_req)
		      );
   assign cmd_rdreq = (fsm == S_RD_CMD);
   assign exe_done = (phf_rsp_rdy || tap_rsp_rdy);
   assign rsp_wrreq = ((fsm == S_WR_RSP));  
   always @(cmd_data[31:24],tap_rsp_data, phf_rsp_data)  
     case(cmd_data[31:24]) 
       8'h01 : rsp_data <= tap_rsp_data;
       8'h04 : rsp_data <= phf_rsp_data;
       default       : rsp_data <= 32'd0;  
     endcase  
   always @(posedge clk or negedge rst_n)
     begin
	if( !rst_n ) fsm <= S_IDLE;
	else
	  case(fsm)
	    S_IDLE:         if( !cmd_waitreq )             fsm <= S_RD_CMD;
	    S_RD_CMD:                                      fsm <= S_EXE;
	    S_EXE:          if( exe_done && !rsp_waitreq ) fsm <= S_WR_RSP;  
	               else if( exe_done && rsp_waitreq )  fsm <= S_IDLE;
	    S_WR_RSP:                                      fsm <= S_IDLE;
	    default:                                       fsm <= S_IDLE;
	  endcase 
     end 				
endmodule
module phf_cmds
  (
   input 	     clk,
   input 	     rst_n,
   input 	     run,
   input [31:0]      cmd,
   input 	     sts,
   input 	     busy,
   output reg	     rsp_rdy,   
   output reg [31:0] rsp,
   output 	     clear_req
   );
   reg [1:0]  fsm;
   localparam
     S_IDLE         = 2'd0,
     S_PARSE        = 2'd1,
     S_CLEAR_REQ    = 2'd2,
     S_WAIT         = 2'd3;
   assign clear_req = (fsm == S_CLEAR_REQ);
   always @(posedge clk or negedge rst_n)
     if( !rst_n )
       begin
	  fsm <= S_IDLE;
	  rsp_rdy <= 1'b0;
	  rsp <= 32'b0;
       end
     else
       begin
	  rsp_rdy <= 1'b0;
	  case(fsm)
	    S_IDLE                : if(run && (cmd[31:24] == 8'h04)) fsm <= S_PARSE;
	    S_PARSE               :
	      begin
		 rsp_rdy <= 1'b1; 
		 case( cmd[23:16] )
		   8'h01      : begin fsm <= S_CLEAR_REQ; rsp <= cmd;                                  end
		   8'h02 : begin fsm <= S_IDLE;      rsp <= {cmd[31:16], 15'b0,sts};              end 
		   default           : begin fsm <= S_IDLE;      rsp <= {1'b1,cmd[30:0]};                    end
		 endcase  
	      end
	    S_CLEAR_REQ:  if(busy)        fsm <= S_WAIT;
	    S_WAIT:       if(!busy)       fsm <= S_IDLE;
	  endcase  
       end
endmodule  
module tap_cmds
  (
   input 			    clk,
   input 			    rst_n,
   input 			    run,
   input [31:0] 		    cmd,
   output reg [31:0] 		    rsp, 
   output reg [18-1:0] ctl,
   output reg 			    rsp_rdy
   );
   always @(posedge clk or negedge rst_n)
     if( !rst_n ) 
       begin
	  ctl <= {1'b0,14'b0,1'b0,1'b0,1'b0};
	  rsp <= 32'b0;
	  rsp_rdy <= 1'b1;
       end
     else if( run && (cmd[31:24] == 8'h01) )
	  case( cmd[23:16] )
	    8'h01      : begin ctl[0]      <= cmd[0];    rsp <=              cmd;  end
	    8'h02      : begin ctl[0]      <= cmd[0];    rsp <=              cmd;  end
	    8'h03      : begin ctl[0]      <= cmd[0];    rsp <=              cmd;  end
	    8'h04     : begin ctl[16:3]     <= cmd[13:0]; rsp <=              cmd;  end
	    8'h05 : begin ctl[0] <= cmd[0];    rsp <=              cmd;  end
	    default            : begin                                     rsp <= {1'b1,cmd[30:0]}; end		
	  endcase  
endmodule
$ cat flow/run.sh
#!/bin/bash
# OpenROAD 26Q1-2900-gdf79404cd8, Yosys 0.63+post, stock flow scripts
make -C /OpenROAD-flow-scripts/flow DESIGN_CONFIG=/design/flow/config.mk WORK_HOME=/design/flow/orfs finish
$ cat flow/config.mk
export PLATFORM = sky130hd
export DESIGN_NAME = fcr
export DESIGN_NICKNAME = fcr
export VERILOG_FILES = /design/flow/design.v
export SDC_FILE = /design/flow/constraint.sdc
export NUM_CORES = 4
export LEC_CHECK = 1
export CORE_UTILIZATION = 50
$ cat flow/constraint.sdc
current_design fcr

set clk_period 5.7
set clk_io_pct 0.2

create_clock -name clk0 -period $clk_period [get_ports {clk}]

set non_clock_inputs [all_inputs -no_clocks]
set_input_delay [expr $clk_period * $clk_io_pct] -clock clk0 $non_clock_inputs
set_output_delay [expr $clk_period * $clk_io_pct] -clock clk0 [all_outputs]
==> flow_metrics.tcl <==
# yosys + openroad results
set metrics [dict create \
    synth_top_area_share_pct 58.2 \
    synth_flops 87 \
    yosysSeqAreaShare_pct 59.6 \
    synth_cell_types 38 \
    status "did not finish" \
    synthArstFlopShare_pct 100 \
    yosys_cells 259 \
    stop_stage "synthesis" \
    edf_count 0 \
    firstError "ERROR: Found 1 problems in 'check -assert'." \
    yosys_area_um2 3650 \
    yosysWarnings 3 \
    top_area_cell "dfrtp_1" \
    ff_type "dfrtp_1" \
    top_cells_by_area "dfrtp_1, mux2_2, a22o_1" \
]
-- synth_stat cells, drive strengths merged, types with 3 or more instances --
library cell  count
dfrtp            85
mux2             54
a22o             47
clkbuf           14
buf               9
and2              6
nor2              6
nand2             3
nand2b            3
nor4              3
-- cell families after synthesis --
kind of cell    synth area share, %
buf+inv                        3.63
xor+xnor                      0.240
compound gates                 13.0
mux                            17.9
other cells                   0.205
simple gates                   5.31
flops                          59.6
